===== /design/flow/design.v =====
`timescale 1ns / 1ps
module alu(input [31:0] a,
           input [31:0] b,
           input [3:0] ALUcontrol,
           output reg [31:0] ALUout,
           output zero
    );
    always @ (a, b, ALUcontrol) begin
        case(ALUcontrol)
            4'b0001: ALUout = a | b;             
            4'b0000: ALUout = a & b;             
            4'b0010: ALUout = a + b;             
            4'b0110: ALUout = a - b;             
            4'b1001: ALUout = a ^ b;             
            4'b0011: ALUout = a << b;        
            4'b0100: ALUout = a >> b;        
            default: ALUout <= 0;
        endcase
    end
    assign zero = (ALUout == 0);
endmodule

===== /design/flow/config.mk =====
export PLATFORM = sky130hd
export DESIGN_NAME = alu
export DESIGN_NICKNAME = alu
export VERILOG_FILES = /design/flow/design.v
export SDC_FILE = /design/flow/constraint.sdc
export NUM_CORES = 4
export LEC_CHECK = 1
export CORE_UTILIZATION = 30

===== /design/flow/run.sh =====
#!/bin/bash
# OpenROAD 26Q1-2900-gdf79404cd8, Yosys 0.63+post, stock flow scripts
make -C /OpenROAD-flow-scripts/flow DESIGN_CONFIG=/design/flow/config.mk WORK_HOME=/design/flow/orfs finish

===== /design/flow/constraint.sdc =====
current_design alu

set clk_period 25.9
set clk_io_pct 0.2

create_clock -name clk0 -period $clk_period

set non_clock_inputs [all_inputs -no_clocks]
set_input_delay [expr $clk_period * $clk_io_pct] -clock clk0 $non_clock_inputs
set_output_delay [expr $clk_period * $clk_io_pct] -clock clk0 [all_outputs]

==> results.cfg <==
; synthesis and place-and-route metrics
[setup_path]
crit_required_ps = 20720
cp_max_fo = 8
end_kind = output pin
start_kind = primary input
critPathKind = primary input to output pin
crit_arrival_ps = 12380

[finish]
layout_top_cell = clkdlybuf4s50_1
area_growth_syn_to_layout_pct = 15.5
ff_latch_area_um2 = 0
ff_count = 0
clock_buffers = 0
final_util = 0.354
lay_top_cells = 98 x clkdlybuf4s50_1, 96 x nand2_1, 96 x ha_1, 91 x nor2_1, 75 x inv_1
drive_above_1_share = 0.104

[logic_synthesis]
synth_area_per_cell_um2 = 7.53
synth_seq_share = 0
synth_cell_type_count = 78
syn_inst = 1100
yosys_cells = 1100
ys_warn_count = 1
mappedNetlistArea_um2 = 8280
ys_chip_area_um2 = 8280

[run]
cap_violations = 0
openroad.warnings = 65

[sta]
slew_headroom = 0.238
max_freq_ghz = 0.0569
final_hold_viol_count = 0
finalSetupViolCount = 0
setup_tns_ps = 0
drv_slew = 0
rsz0062_at_grt = no
finalCritPeriodShare = 0.678
worst_pin_slew_ps = 1130
min_period_ps = 17560

[placed_design]
finalWeightedCongestion = 1.06
io_buffers = 101
dp_hpwl_um = 30500

[grt]
antenna_found_initial = 0
grt_pass1_wl_um = 58900
grt_max_degree = 52
grt_remaining_overflow = 0
grt_pass1_vias = 9175
grt_use_total = 0.281

[power]
p_leak_uw = 0.00380
power.density_nw_per_um2 = 20.9
vdd_drop_max_mv = 0.00951

[min_path]
holdCritPathClass = primary input to output pin

[floorplanning]
num_rows = 60
die_area_um2 = 28300
core_area_um2 = 27000
fp.dieW_um = 168
fp.dieH_um = 168
initial_utilization = 0.306
io_pins = 101

[clocking]
post-cts-setup-buffers = 0
cts_resized = 0
cts_hold_buf = 0

[drt]
ant_nets = 0
antenna_cells = 0
wl_met2_um = 17900
dr.first_iter.drc_count = 959
dr.pass1.iters = 6
top_layer_used = met4
drt-vias-per-instance = 6.39
routed_wl_um = 39100
num_vias = 9477
drc = 0
post_drt_wl_per_cell_um = 26.3
wirelength_met1_um = 16200
route.met3.wl_um = 3730

[outcome]
status = completed
-- report_power, final --
part	switching [uW]	total (uW)	internal [uW]
clock network	0	0	0
logic	117	200	83.3
registers	0	0	0
total	117	200	83.3
-- path summary, 6_finish.rpt --
check | from | to | slack (ps) | cells after the start
max | b[6] | zero | 8340 | 17
min | b[1] | ALUout[1] | 11700 | 5
-- through the flow --
stage               hold slack, ps  power [uW]  std cells  area, um2  worst slack [ps]
global route                 11780         215       1484       9570              7950
detailed placement           11700         196       1484       9570              8550
CTS                          11700         197       1484       9570              8530
global placement             11740         197       1484       9570              8530
finish                       11700         200       1484       9570              8340
floorplan                    10510         121       1100       8280             10160
-- cells by family (layout without fill, tap and decap cells) --
group,count (synthesis),after routing,share of synthesized area
AND/OR/NAND/NOR,346,346,0.202
AND-OR/OR-AND,315,315,0.260
buffers and inverters,163,206,0.0804
multiplexers,133,133,0.261
adder cells (fa/ha/maj),97,97,0.147
XOR/XNOR,46,46,0.0486
-- final cells by class --
type / count / area [um2]
fill: 2848 / 17500
tap: 341 / 427
multi-input combinational: 937 / 7640
inverter: 77 / 289
timing repair buffer: 129 / 1210
-- synth_stat cells (4+ instances only) --
cell type,count,share of area
a2111oi_0,6,0.0063
a211o_1,10,0.011
a211oi_1,13,0.012
a21o_1,4,0.0036
a21oi_1,62,0.037
a221o_1,7,0.0085
a221oi_1,20,0.021
a22oi_1,8,0.0073
a311oi_1,6,0.0063
a31oi_1,14,0.011
and2_1,6,0.0045
and3_1,10,0.0076
buf_1,11,0.0050
buf_2,21,0.013
clkbuf_1,51,0.023
ha_1,96,0.15
inv_1,75,0.034
mux2_2,22,0.030
mux2i_1,50,0.060
mux4_1,10,0.032
mux4_2,51,0.14
nand2_1,96,0.044
nand2b_1,5,0.0038
nand3_1,30,0.018
nand4_1,18,0.014
nor2_1,91,0.041
nor2b_1,8,0.0060
nor3_1,33,0.020
nor4_1,11,0.0083
o2111ai_1,5,0.0053
o211ai_1,13,0.012
o21a_1,7,0.0063
o21ai_0,70,0.042
o22ai_1,8,0.0060
o2bb2ai_1,4,0.0042
o31ai_1,13,0.012
o32ai_1,4,0.0042
o41ai_1,7,0.0074
or3_1,8,0.0060
or4_1,11,0.010
xnor2_1,41,0.043
xor2_1,5,0.0053
-- layer usage --
metal | track usage | vias to the layer above
li1 | - | 4340
met1 | 0.388 | 4538
met2 | 0.448 | 541
met3 | 0.0608 | 58
met4 | 0.0759 | 0
met5 | 0.0139 | -
-- worst max-delay path, stage by stage --
cell and delay, ps:
clkdlybuf4s50_1 570, nor4_1 1020, nand2_1 400, nor3_1 690, nor2_1 120, xnor2_1 160, ha_1 430, inv_1 150
or3_1 450, a211oi_1 740, nor4_1 120, mux2i_1 210, o211ai_1 180, or4_1 630, or4_1 650, nor4_2 180
clkdlybuf4s50_1 490
Power is estimated from default activity; no workload was simulated.
