==> flow/design.v <==
`timescale 1ns / 1ps
module immediate_generator(input [31:0] Instr,
                           input [2:0] imm_select,
                           output reg [31:0] gen_output
    );
    always @ (imm_select, Instr) begin
        case(imm_select)
            3'b001: gen_output = {{21{Instr[31]}}, Instr[30:25], Instr[4:0]};
            3'b011: gen_output = {{21{Instr[31]}}, Instr[29:25], Instr[11:8], Instr[30], 1'b0};
            3'b111: gen_output = {{21{Instr[31]}}, Instr[30:20]};
            default: gen_output = 0;
        endcase 
    end
endmodule
==> flow/run.sh <==
#!/bin/bash
# OpenROAD 26Q1-2900-gdf79404cd8, Yosys 0.63+post, stock flow scripts
make -C /OpenROAD-flow-scripts/flow DESIGN_CONFIG=/design/flow/config.mk WORK_HOME=/design/flow/orfs finish
==> flow/config.mk <==
export PLATFORM = sky130hd
export DESIGN_NAME = immediate_generator
export DESIGN_NICKNAME = immediate_generator
export VERILOG_FILES = /design/flow/design.v
export SDC_FILE = /design/flow/constraint.sdc
export NUM_CORES = 4
export LEC_CHECK = 1
export CORE_AREA = 10 10 70 70
export DIE_AREA = 0 0 80 80
==> flow/constraint.sdc <==
current_design immediate_generator

set clk_period 2.6
set clk_io_pct 0.2

create_clock -name clk0 -period $clk_period

set non_clock_inputs [all_inputs -no_clocks]
set_input_delay [expr $clk_period * $clk_io_pct] -clock clk0 $non_clock_inputs
set_output_delay [expr $clk_period * $clk_io_pct] -clock clk0 [all_outputs]
==> impl_metrics.prom <==
# HELP chip_impl_metric Metrics from one implementation run
# TYPE chip_impl_metric gauge
chip_impl_metric{name="netlist.area_leader.share",unit=""} 0.3621
chip_impl_metric{name="detail_route.iter0.violations",unit=""} 3
chip_impl_metric{name="die.size.y",unit="um"} 80
chip_impl_metric{name="detail_route.wirelength",unit="mm"} 1.812
chip_impl_metric{name="synth-area-yosys",unit="um2"} 435.4
chip_impl_metric{name="min_path_cells",unit=""} 4
chip_impl_metric{name="grt_first_pass_wirelength",unit="mm"} 2.691
chip_impl_metric{name="clock.fmax",unit="GHz"} 0.3990
chip_impl_info{name="yosys.cell_count.top_type",value="sky130_fd_sc_hd__buf_4"} 1
chip_impl_metric{name="final_critical_path_setup_slack",unit="ns"} 0.09386
chip_impl_metric{name="seq_cells",unit=""} 0
chip_impl_metric{name="routed_wire_length_per_instance",unit="um"} 11.69
chip_impl_metric{name="report.final.setup_viol",unit=""} 0
chip_impl_metric{name="static-leakage-power",unit="nW"} 0.4498
chip_impl_metric{name="detail_route.drc_violations",unit=""} 0
chip_impl_info{name="criticalPathCategory",value="in2out"} 1
chip_impl_metric{name="dp_hpwl",unit="mm"} 1.555
chip_impl_metric{name="period_used_share",unit=""} 0.9639
chip_impl_metric{name="yosys.area_share.xor_xnor",unit=""} 0
chip_impl_metric{name="ios",unit=""} 67
chip_impl_metric{name="relSlewSlack",unit=""} 0.8548
chip_impl_metric{name="path_depth",unit=""} 7
chip_impl_metric{name="avgSynthCellArea",unit="um2"} 6.499
chip_impl_metric{name="report.final.slew_viol_count",unit=""} 0
chip_impl_metric{name="postSynthCellCount",unit=""} 67
chip_impl_metric{name="yosys_cells",unit=""} 67
chip_impl_metric{name="grt_max_degree",unit=""} 22
chip_impl_metric{name="fin_crit",unit="ns"} 2.506
chip_impl_metric{name="antenna_violations_before_repair",unit=""} 0
chip_impl_metric{name="first_global_vias",unit=""} 573
chip_impl_metric{name="chip_area",unit="um2"} 6400
chip_impl_metric{name="ys_sh_mux",unit=""} 0.1149
chip_impl_metric{name="rows",unit=""} 21
chip_impl_metric{name="cap_viol_max_count",unit=""} 0
chip_impl_metric{name="p_per_area",unit="nW/um2"} 138.6
chip_impl_info{name="cp-start-kind",value="input port"} 1
chip_impl_metric{name="post_synth_instance_area",unit="um2"} 435.4
chip_impl_metric{name="vdd.ir_drop.worst",unit="V"} 0.00004782
chip_impl_metric{name="place.port_buffers",unit=""} 56
chip_impl_metric{name="antenna_viol_nets_final",unit=""} 0
chip_impl_metric{name="crit_path_max_incr_delay",unit="ns"} 0.48
chip_impl_metric{name="compound_area_frac",unit=""} 0.2644
chip_impl_info{name="run_status",value="completed"} 1
chip_impl_metric{name="floorplanUtilization",unit=""} 0.1275
chip_impl_metric{name="drt_first_pass_iters",unit=""} 4
chip_impl_metric{name="die_w",unit="um"} 80
chip_impl_metric{name="routed-via-count",unit=""} 573
chip_impl_metric{name="dp_slack",unit="ns"} 0.03069
chip_impl_metric{name="log.warning_count",unit=""} 44
chip_impl_metric{name="ys_sh_simple",unit=""} 0.2155
chip_impl_metric{name="diodes",unit=""} 0
chip_impl_metric{name="worst_slew_pin_slew",unit="ns"} 0.2175
chip_impl_info{name="cp_cell_sequence",value="clkdlybuf4s50_1 > buf_4 > nor2_2 > buf_4 > nand3_1 > o21ai_1 > clkdlybuf4s50_1"} 1
chip_impl_metric{name="total_count_of_hold_check_failures_in_the_final_report",unit=""} 0
chip_impl_metric{name="crit_arrival",unit="ns"} 1.99
chip_impl_info{name="cpMaxStageDelayCell",value="sky130_fd_sc_hd__clkdlybuf4s50_1"} 1
chip_impl_metric{name="area_growth_syn_to_layout",unit="%"} 124.4
chip_impl_info{name="crit_path_start",value="imm_select[2]"} 1
chip_impl_info{name="post_synth_most_frequent_cells",value="21 x sky130_fd_sc_hd__buf_4, 10 x sky130_fd_sc_hd__a21oi_1, 10 x sky130_fd_sc_hd__o21ai_0"} 1
chip_impl_info{name="topCombFamilyByArea",value="buffers and inverters"} 1
chip_impl_metric{name="fin_setup_tns",unit="ns"} 0
chip_impl_info{name="hp_class",value="in2out"} 1
chip_impl_info{name="critical_path.top_delay_family",value="buffers and inverters"} 1
chip_impl_metric{name="synth_adder_area_share",unit=""} 0
chip_impl_metric{name="worst-path-max-fanout",unit=""} 6
chip_impl_info{name="grt_setup_unrepaired",value="true"} 1
chip_impl_metric{name="ff_latch_area",unit="um2"} 0
chip_impl_metric{name="grt.total_usage",unit=""} 0.04918
chip_impl_metric{name="post-layout-total-power",unit="uW"} 135.4
chip_impl_info{name="cell_type_contributing_the_most_total_cell_area_after_synthesis",value="sky130_fd_sc_hd__buf_4"} 1
chip_impl_metric{name="yosys_warnings",unit=""} 1
chip_impl_metric{name="finalWeightedCongestion",unit=""} 0.7000
chip_impl_info{name="min-delay-start",value="imm_select[1]"} 1
chip_impl_info{name="synth.area.top_cells",value="sky130_fd_sc_hd__buf_4 36%, sky130_fd_sc_hd__a21oi_1 11%, sky130_fd_sc_hd__mux2i_1 11%"} 1
chip_impl_metric{name="finalCoreUtilization",unit=""} 0.2861
chip_impl_metric{name="grt_remaining_overflow",unit=""} 0
chip_impl_info{name="critPathCaptureType",value="output port"} 1
chip_impl_metric{name="drive_gt1_frac",unit=""} 0.1560
chip_impl_metric{name="yosys.cell_types.count",unit=""} 13
chip_impl_metric{name="synth_seq_share",unit=""} 0
chip_impl_metric{name="viasPerCell",unit=""} 3.697
chip_impl_metric{name="hold-worst-slack",unit="ns"} 1.575
chip_impl_metric{name="cp_data_required_time",unit="ns"} 2.08
chip_impl_metric{name="timing.critical_path.buf_inv",unit=""} 4
chip_impl_metric{name="clockBufferCount",unit=""} 0
chip_impl_metric{name="design.core.area",unit="um2"} 3416
-- layout make-up --
class                           count  area [um2]
Timing Repair Buffer               65       650.6
Multi-Input combinational cell     43       265.3
Inverter                            1       3.754
Fill cell                         392        2439
Tap cell                           46       57.56
-- metal layers --
layer / GRT usage / share of wire
met1: 0.05339 / 0.37
met2: 0.07705 / 0.40
met3: 0.04091 / 0.23
met4: 0 / 0
met5: 0 / 0
-- metrics by stage --
stage               cell area (um2)  std cells
floorplan                     435.4         67
global placement              940.9        154
detailed placement            940.9        154
CTS                           940.9        154
global route                  977.2        155
finish                        977.2        155
-- worst paths after layout --
kind | slack [ns] | end
hold / removal | 1.57 | gen_output[2]
setup / recovery | 0.09 | gen_output[4]
-- report_power, final --
part           internal, mW  switching [mW]
registers                 0               0
logic                0.0980          0.0374
clock network             0               0
-- worst min-delay path: stages --
cell	delay, ns
sky130_fd_sc_hd__dlymetal6s2s_1	0.18
sky130_fd_sc_hd__nand2_1	0.14
sky130_fd_sc_hd__o21ai_0	0.08
sky130_fd_sc_hd__dlymetal6s2s_1	0.13
-- what timing repair did --
item,CTS,global route
buffers inserted,0,0
hold buffers,0,0
setup endpoints to repair,0,29
resized,0,15
-- cell usage in the layout, fill, tap and decap left out, drive strengths merged --
cell type and instances:
nand3 4, buf 9, clkdlybuf4s50 50, o21ai 10, and2b 5, nand2 5, a21oi 10, and2 1
dlymetal6s2s 6, mux2i 5, nor2 1, inv 1, a21boi 2
-- cells by family (layout without fill, tap and decap cells) --
group	count (synthesis)	after routing
AOI/OAI and AO/OA	22	22
buffers and inverters	24	66
muxes	5	5
and+or+nand+nor	16	16
Power and IR drop assume default switching activity.
