<file path="./design.v">
`timescale 1ns / 1ps
module adder(input [31:0] A,
                    input [31:0] B,
                    output reg [31:0] Sum
    );
    always @ (A, B) begin
        Sum <= A + B;
    end
endmodule
</file>
<file path="./config.mk">
export PLATFORM = sky130hd
export DESIGN_NAME = adder
export DESIGN_NICKNAME = adder
export VERILOG_FILES = /design/flow/design.v
export SDC_FILE = /design/flow/constraint.sdc
export NUM_CORES = 4
export LEC_CHECK = 1
export CORE_AREA = 10 10 94 94
export DIE_AREA = 0 0 104 104
</file>
<file path="./constraint.sdc">
current_design adder

set clk_period 18.1
set clk_io_pct 0.2

create_clock -name clk0 -period $clk_period

set non_clock_inputs [all_inputs -no_clocks]
set_input_delay [expr $clk_period * $clk_io_pct] -clock clk0 $non_clock_inputs
set_output_delay [expr $clk_period * $clk_io_pct] -clock clk0 [all_outputs]
</file>
<file path="./run.sh">
#!/bin/bash
# OpenROAD 26Q1-2900-gdf79404cd8, Yosys 0.63+post, stock flow scripts
make -C /OpenROAD-flow-scripts/flow DESIGN_CONFIG=/design/flow/config.mk WORK_HOME=/design/flow/orfs finish
</file>
==> out/writeup.txt <==
The run finished with clean final reports. The HPWL after detailed placement is 5160 um, and the largest incremental delay on the critical path is 0.50 ns. The run gives 8.28 ns as the worst hold slack across all endpoints.

Initial antenna violation count: 0. The layout report lists the combined flip-flop and latch area as 0 um^2. For the area enclosed by the die boundary, the log shows 10,800 um^2. The number of setup violations in the final report is 0, and the number of global-route vias before repair is 2,061.

The tools report the mapped cell area as 1740 um^2. The final layout report lists a filler cell count of 706. Post-CTS repair changed the size of 0 cells. The report counts max-capacitance violations totalling 0.

Combined buffer and inverter count along the critical path: 2. According to the timing report, the critical path is captured at Sum[26]. The run gives 4 for the maximum fanout along the worst path.

The count of input and output buffers works out to 96. For the total chip power, the log shows 0.107 mW. Average size of a mapped cell: 7.24 um^2.

The share of the clock period used by the worst path after layout was 56.4%. Of the cells placed in the final design, the portion with a size suffix greater than 1 is 3.07%. Hold repair after CTS inserted 0 buffers. In this run the remaining antenna-violating nets after routing total 0. For this design, the slowest cell found on the critical path is sky130_fd_sc_hd__clkdlybuf4s50_1. For met2 alone, demand over resource in global routing was 16.9%.

The arrival time of data at the worst endpoint is listed as 6.58 ns. The first global-routing pass estimated 9850 um of wire. The placement stage leaves a total instance area of 2780 um^2.

The worst setup path is captured at an output pin. For reference, the most critical setup path is categorized as primary input to output pin. The area added between synthesis and finish was 59.5%. According to the timing report, the data required time at the worst endpoint equals 14.48 ns. In this run the critical path is formed by clkdlybuf4s50_1 > ha_1 > fa_1 > a21o_1 > a31o_2 > nand3_1 > o221ai_1 > a311oi_1 > o21bai_1 > xor2_1 > clkdlybuf4s50_1. The run gives 38.4 nW/um^2 for the total power divided by cell area. The run gives 0 as the sequential cell count of the final layout.

The number of warning messages in the logs was 32. Counting stages on the worst path, the most repeated cell is sky130_fd_sc_hd__clkdlybuf4s50_1. Summing the sequential cell areas from Yosys gives 0% of the chip area. Cell type group with the largest total delay on the critical path: AND-OR/OR-AND gates.

Measured along the y axis, the die boundary spans 104 um. The logs give 10.4% for the total track usage and 0 for the count of unresolved DRC violations after routing. The global-route met1 utilization was 14.5%; the detailed-route wire length was 5850 um.

After detailed routing, the number of vias per cell comes to 4.89. The instance count on the critical path is 11, and the starting density of the core is 25.5%. In this run the biggest area consumer among cell types represents 22.2% of the synthesized area. Per the post-synthesis report, the number of cells in the design is 241.

The largest net degree at the start of global routing was 11. The layout has 0 clock buffers. Per the gpl log, the routability congestion estimate is 0.819. The tools report the element type at the critical path start as a primary input. With the count of warnings emitted by yosys at 1, the transition at the pin with the smallest max-transition slack is 0.521 ns.

For the iteration-0 DRC count of the detailed router, the log shows 91. The routed design shows a wire length per standard cell of 13.9 um. Adding up every negative setup slack in the final design gives 0 ns.

STA reports the tightest min-delay check as being of type primary input to output pin. Setup repair after global routing left no endpoint under its margin. For this run, the detailed router's first-pass iteration total came to 4. Per the OpenROAD floorplan log, the width of the die is 104 um.

The global route total overflow came out at 0. In this run the most used layer during global routing was met2. Total number of placement rows: 30.

Once layout is complete, the utilization of the core stands at 40.7%. The post-route minimum period was 10.20 ns; the headroom to the max-slew limit was 64.4%. The leakage power summed over all cells was 1.18 nW. Per the final report, max-transition violations number 0. On met3, the global router reports a usage of 2.26%. Yosys reports a chip area of 1740 um^2. For the floorplan core area, the log shows 6830 um^2. The main area contributors are sky130_fd_sc_hd__ha_1 22%, sky130_fd_sc_hd__a21oi_1 8.3%, sky130_fd_sc_hd__a21o_1 8.2%. In the routed netlist, the antenna diode instances number 0.

The synth_stat.txt file lists the number of cells as 241. The layout stage reports a final design area of 2780 um^2. According to the I/O placement log, the pin count is 96.

The final timing report lists a hold violation count of 0. Per the repair_timing log after CTS, setup buffers inserted total 0. The launch point of the critical path was reported as A[0]. Largest area contributor in the netlist: sky130_fd_sc_hd__ha_1. The routed layout has 2,065 vias. The analysis reports a worst IR drop on VDD of 0.0161 mV. The synthesized netlist contains 50 unique library cells. Derived from the worst setup path, the maximum achievable clock frequency is 98.0 MHz.
-- routing by layer --
metal / wire length (um) / vias to the layer above / share of wire [%]
li1: - / 1088 / -
met1: 2880 / 913 / 49
met2: 2600 / 64 / 44
met3: 371 / 0 / 6.3
met4: 0 / 0 / 0
met5: 0 / - / 0
-- stage by stage --
step	setup slack [ns]	std cells
floorplan	9.03	241
global placement	7.94	422
detailed placement	7.88	422
CTS	7.88	422
global route	7.69	422
finish	7.90	422
-- power breakdown --
group	internal [mW]	switching, mW
clock network	0	0
logic	0.0643	0.0424
registers	0	0
-- cell families (layout without fill, tap and decap cells) --
logic type	Yosys count	count (layout)	synth area share (%)
compound gates	97	97	39.3
simple gates	65	65	18.3
fa+ha+maj	32	32	23.4
xor+xnor	28	28	14.1
buf+inv	17	102	3.80
mux	2	2	1.15
-- placed cells by master (no fill, tap or decap), drive strengths merged, types with 2 or more instances in the layout --
| cell | n |
|---|---|
| clkdlybuf4s50 | 96 |
| ha | 31 |
| a21oi | 29 |
| a21o | 19 |
| nand2 | 18 |
| xor2 | 15 |
| o21ai | 15 |
| xnor2 | 13 |
| nor2 | 12 |
| nand3 | 10 |
| nand4 | 8 |
| inv | 6 |
| o21bai | 5 |
| nor3 | 4 |
| or2 | 3 |
| a211oi | 3 |
| o211ai | 3 |
| a31oi | 3 |
| a311oi | 3 |
| o21a | 2 |
| o221ai | 2 |
| nand2b | 2 |
| o311ai | 2 |
| mux2i | 2 |
-- worst min path at each step --
stage | from | depth (start not counted) | end | slack, ns
final | B[0] | 3 | Sum[0] | 8.28
after global routing | B[0] | 3 | Sum[0] | 8.29
after CTS | B[0] | 3 | Sum[0] | 8.29
-- synthesized netlist by cell type, types with 2 or more instances --
cell	n
sky130_fd_sc_hd__inv_1	6
sky130_fd_sc_hd__ha_1	31
sky130_fd_sc_hd__nand2_1	18
sky130_fd_sc_hd__a211oi_1	3
sky130_fd_sc_hd__xnor2_1	13
sky130_fd_sc_hd__clkbuf_1	8
sky130_fd_sc_hd__o21bai_1	4
sky130_fd_sc_hd__nor3_1	4
sky130_fd_sc_hd__o211ai_1	3
sky130_fd_sc_hd__buf_2	2
sky130_fd_sc_hd__mux2i_1	2
sky130_fd_sc_hd__a311oi_1	2
sky130_fd_sc_hd__o221ai_1	2
sky130_fd_sc_hd__o21ai_0	13
sky130_fd_sc_hd__o311ai_1	2
sky130_fd_sc_hd__a31oi_1	3
sky130_fd_sc_hd__a21o_1	19
sky130_fd_sc_hd__nand3_1	10
sky130_fd_sc_hd__nand2b_1	2
sky130_fd_sc_hd__nand4_1	8
sky130_fd_sc_hd__or2_2	3
sky130_fd_sc_hd__xor2_1	15
sky130_fd_sc_hd__a21oi_1	29
sky130_fd_sc_hd__nor2_1	12
sky130_fd_sc_hd__o21a_1	2
-- cell type report --
cell class | instances | area (um^2) | area share [%]
multi-input cells | 224 | 1680 | 60.3
repair buffers | 96 | 961 | 34.5
well taps | 96 | 120 | 4.32
inverters | 6 | 22.5 | 0.810
Power and IR drop assume default switching activity.
